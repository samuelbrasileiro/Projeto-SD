==> design/flow/design.v <==
module lilCount(clock,little);
	input clock;
	output reg little;
	reg [16:0] count;
	initial count <= 0;
	always @(posedge clock) begin
		count<=count+1;
		if(count>=50000)begin
			count <=0;
			little <= ~little;
		end
	end
endmodule
module membrana(g, clock, enable, in, out, m, c, d, u, nm, nc, nd, nu );
	output reg g;
	input clock;
	input enable;
	input  [3:0] in;
	output reg [3:0] out;
	output reg [3:0] m;
	output reg [3:0] c;
	output reg [3:0] d;
	output reg [3:0] u;
	reg [3:0] milhar;
	reg [3:0] centena;
	reg [3:0] dezena;
	reg [3:0] unidade;
	output reg [3:0] nu;
	output reg [3:0] nd;
	output reg [3:0] nc;
	output reg [3:0] nm;
	initial begin
		milhar <= 12;
		centena<= 12;
		dezena <= 12;
		unidade<= 12;
		out<= 4'b0111;
		state <= mandar;
	end
	reg[19:0] debouncer;
	parameter [1:0] mandar = 2'b00, receber = 2'b01, debounce = 2'b10, esperar = 2'b11;
	reg[3:0] leitorIn;  
	reg[3:0] leitorOut;
	reg[3:0] state;
	reg[3:0] num;
	wire little;
	lilCount counter(clock,little);
	always @(posedge little)begin
        if(!enable) begin
			case(state)
				mandar:
				begin
					case(out)
						4'b1110: out <= 4'b1101;
						4'b1101: out <= 4'b1011;
						4'b1011: out <= 4'b0111;
						4'b0111: out <= 4'b1110;
					endcase
					g<=1;
					state <= receber;
				end
   				receber:
				begin
					g<=1;
					if(in!=4'b1111)
					begin
						leitorIn <= in;
						leitorOut <= out;
						state <= debounce;
						debouncer <= 0;						
					end
					else state <= mandar;
				end
				debounce:
				begin
					if(debouncer<12)
					begin
						g<=0;
						debouncer <= debouncer + 1;
						out <= leitorOut;
					end
					else if(in == leitorIn) 
						state <= esperar;
					else
						state <= mandar;
				end
				esperar:
				begin
					if(enable)
						state<=mandar;
					if(in==4'b1111 || in != leitorIn) 
					begin
						if(leitorIn==4'b1110 && leitorOut==4'b1110)
							num <= 1;
						else if(leitorIn==4'b1110 && leitorOut==4'b1101)
							num <= 2;
						else if(leitorIn==4'b1110 && leitorOut==4'b1011)
							num <= 3;
						else if(leitorIn==4'b1101 && leitorOut==4'b1110)
							num <= 4;
						else if(leitorIn==4'b1101 && leitorOut==4'b1101)
							num <= 5;
						else if(leitorIn==4'b1101 && leitorOut==4'b1011)
							num <= 6;
						else if(leitorIn==4'b1011 && leitorOut==4'b1110)
							num <= 7;
						else if(leitorIn==4'b1011 && leitorOut==4'b1101)
							num <= 8;
						else if(leitorIn==4'b1011 && leitorOut==4'b1011)
							num <= 9;
						else if(leitorIn==4'b0111 && leitorOut==4'b1101)
							num <= 0;
						else if(leitorIn==4'b0111 && leitorOut==4'b1011)
							num <= 10; 
						else num <= 12; 
						if(num<10)
						begin
							if(unidade == 12)
								unidade <= num;
							else if(dezena == 12)
							begin
								dezena <= unidade;
								unidade<= num;
							end
							else if(centena == 12)
							begin
								centena<= dezena;
								dezena <= unidade;
								unidade<= num;
							end
							else if(milhar == 12)
							begin 
								milhar <= centena;
								centena<= dezena;
								dezena <= unidade;
								unidade<= num;
							end
						end
							if(milhar == 12)
								nm = 0;
							else
								nm = milhar;
							if(centena == 12)
								nc = 0;
							else
								nc = centena;
							if(dezena == 12)
								nd = 0;
							else
								nd = dezena;
							if(unidade == 12)
								nu = 0;
							else
								nu = unidade;
							if(num == 10) 
							begin
								m<=nm;
								c<=nc;
								d<=nd;
								u<=nu;
								milhar <= 12;
								centena<= 12;
								dezena <= 12;
								unidade<= 12;
							end
						state <= mandar;
					end  
				end
			endcase  
		end  
		else begin
			milhar <= 12;
			centena<= 12;
			dezena <= 12;
			unidade<= 12;
			out<= 4'b0111;
			state <= mandar;
		end
	end  
endmodule
==> design/flow/run.sh <==
#!/bin/bash
# OpenROAD 26Q1-2900-gdf79404cd8, Yosys 0.63+post, stock flow scripts
make -C /OpenROAD-flow-scripts/flow DESIGN_CONFIG=/design/flow/config.mk WORK_HOME=/design/flow/orfs finish
==> design/flow/config.mk <==
export PLATFORM = sky130hd
export DESIGN_NAME = membrana
export DESIGN_NICKNAME = membrana
export VERILOG_FILES = /design/flow/design.v
export SDC_FILE = /design/flow/constraint.sdc
export NUM_CORES = 4
export LEC_CHECK = 1
export CORE_UTILIZATION = 50
==> design/flow/constraint.sdc <==
current_design membrana

set clk_period 3.8
set clk_io_pct 0.2

create_clock -name clk0 -period $clk_period [get_ports {clock}]

set non_clock_inputs [all_inputs -no_clocks]
set_input_delay [expr $clk_period * $clk_io_pct] -clock clk0 $non_clock_inputs
set_output_delay [expr $clk_period * $clk_io_pct] -clock clk0 [all_outputs]
==> deck_impl_summary.md <==
Physical Implementation Snapshot

Status
  • Outcome: complete, no violations

CTS
  • CTS Hold Buffers Added: 0
  • CTS Buffer Depth: 2
  • H-tree depth: 1
  • Post_cts resized: 0
  • Worst-Skew Late Latency: 250 ps
  • CTS tree: done
  • Root buf cell: clkbuf_8
  • Reg clk slew, reported paths: 60 ps
  • Post CTS Setup Buffer Count: 0
  • CTS buffer count: 3

STA
  • Endpoints left unconstrained: 189
  • # setup viols final: 0
  • Peak Freq: 625 MHz
  • Register pins left without a clock: 87
  • Crit path time final: 1600 ps
  • Max_slew headroom: between 50 and 60%
  • Max Slew Vio Count: 0
  • Hold WS: 474 ps
  • Post-Route Setup TNS: 0 ps
  • Final-report hold violation count: 0
  • Clk_skew: around 5.7 ps
  • Crit share post-route: 42.1%
  • Transition time of the tightest slew-check pin: approximately 740 ps
  • RSZ-0062 raised after global routing: false

Global routing
  • GR Overflow Total: 0
  • Met3 Track Usage GR: less than 1%
  • Largest net degree at the start of global routing: around 89
  • Tot GR Track Use: 16.9%
  • GR Util met1: 27.5%
  • GRT met2 Usage: 28.8%
  • GR peak layer: met2
  • Vias in the first global route: 2,754
  • Initial antenna violation count: 0
  • First-pass GRT wire length: 13,000 um

Critical path
  • Most used cell along the critical path: nand3_1
  • CP max stage delay: 530 ps
  • Worst R2R Path Depth: 5
  • Slowest cell on the critical path: nor4_1
  • Worst Path Max Fanout: 5
  • Reg-to-reg endpoint: counter.count[13]
  • R2R setup slack: 2200 ps
  • Worst EP arrival: roughly 1700 ps
  • Worst path cell trace: nand3_1 > nor4_1 > nand3_1 > xor2_1 > nor2_1
  • Critical path class: flip-flop to flip-flop
  • Worst path depth: 5
  • CP required: 3920 ps
  • Bufs and invs on worst path: 0
  • Critical path startpoint category: flip-flop
  • Worst R2R Start: counter.count[5]
  • Endpoint type of the worst setup path: flip-flop
  • CP top delay family: simple AND/OR/NAND/NOR gates

Run
  • Tool warning count: 27
  • Max Cap Viol: 0

Finish
  • Most frequent cells in the layout: edfxtp_1 (66), nor2_1 (64), clkdlybuf4s50_1 (42), dfxtp_1 (39), nand2_1 (27)
  • Most frequent logic cell in the layout: edfxtp_1
  • Util after Layout: 57.9%
  • Post-Layout Cell Count: 593
  • Filler cells: 794
  • FF+latch area: between 2000 and 3000 um2
  • Comb area: 1860 um2
  • Synth-to-Final Area Change: 12.1%
  • Layout cells sized above 1: 6.03%

Synth
  • Seq/Total Area, Yosys: 57.9%
  • Share of the synthesized area in the top cell type: 41.5%
  • Synth flops: 105
  • Primary FF master, synth: edfxtp_1
  • Cell Type Count: 49
  • Yosys stat cell total: 436
  • Mapped Area: 4770 um2
  • Mean Syn Cell Area: 11.0 um2
  • Synth area leader: edfxtp_1
  • Top cells by area, synth: edfxtp_1 (42%), dfxtp_1 (16%), nor2_1 (5.0%)
  • YS chip area: 4770 um2
  • Fraction of registers with async set/reset: 0%
  • Number of synthesis warnings: 2
  • Count of library flops with an enable pin: 66
  • Syn Inst Count: between 400 and 500

Placed design
  • Final Wtd Congestion: a little over 0.8
  • PortBufs: 42
  • Placed Cells: 589
  • Detailed placement HPWL: approximately 5500 um

Drt
  • Final wirelength: 7710 um
  • Drt pass-1 iters: 4
  • Via count: around 3,100
  • Drt drc: 0
  • Routed len/inst: 13.0 um
  • Antenna Cells: 0
  • Vias/cell: about 5.2
  • Initial DRC Count: 183
  • Antenna Nets Post-Route: 0

Hold path
  • Hold crit path type: flip-flop to flip-flop
  • Worst hold path endpoint: counter.count[0]
  • Worst hold start: counter.count[0]
  • Hold Crit Depth: 1

Pwr
  • Leak Pwr: 1.85 nW
  • Maximum vdd drop: 279 uV
  • Post-layout power: 0.000474 W
  • Pwr/cell area: 88.6 nW/um2

Floorplanning
  • I/O pins: 43
  • Init Core Util: 51.7%
  • Core Rows: 35
  • Chip Footprint: 9940 um2
  • Core area: about 9000 um2
  • Chip height: 99.7 um
  • Die x size: 99.7 um
==> registers in the layout (all words and copies together) (netlist names) <==
name and flops:
nm 4, leitorIn 4, u 4, d 4
dezena 4, counter.count 17, leitorOut 4, g 1
centena 4, unidade 4, nd 4, debouncer 20
state 2, c 4, milhar 4, m 4
nu 4, num 4, counter.little 1, out 4
nc 4
==> cell usage after synthesis (2+ instances only) <==
master	instances
a2111oi_0	2
a21o_1	2
a21oi_1	11
a31oi_1	6
and2_1	3
and3_1	6
and4_1	2
and4bb_2	5
buf_2	6
clkbuf_1	17
dfxtp_1	39
edfxtp_1	66
ha_1	3
inv_1	15
mux2i_1	19
nand2_1	27
nand2b_1	10
nand3_1	15
nand4_1	9
nor2_1	64
nor2b_1	10
nor3_1	8
nor3b_1	2
nor4_1	12
nor4b_1	3
o21a_1	2
o21ai_0	7
o21ai_2	2
or2_2	3
or3_1	5
xnor2_1	16
xor2_1	22
==> worst max path at each step <==
| stage | startpoint | end | slack [ps] |
|---|---|---|---|
| after CTS | counter.count[5] | counter.count[13] | 2190 |
| after global routing | counter.count[5] | counter.count[13] | 2010 |
| final | counter.count[5] | counter.count[13] | 2200 |
==> stage by stage <==
step | cell area (um2) | setup WS [ps]
final | 5350 | 2200
after global routing | 5350 | 2010
after CTS | 5350 | 2190
after detailed placement | 5310 | 2230
after global placement | 5310 | 2230
after floorplan | 4770 | 2140
==> layer usage <==
metal | vias to the layer above | part of all wire, % | routed length (um)
met2 | 43 | 49 | 3800
met5 | - | 0 | 0
met1 | 1444 | 49 | 3740
li1 | 1588 | - | -
met4 | 0 | 0.47 | 36
met3 | 6 | 1.7 | 129
==> cell type report <==
| type | count | area share, % |
|---|---|---|
| timing repair buffer | 48 | 8.70 |
| sequential | 105 | 51.6 |
| multi-input combinational | 291 | 34.7 |
| inverter | 16 | 1.12 |
| tap | 129 | 3.02 |
| clock buffer | 4 | 0.842 |
==> kinds of logic (layout without fill, tap and decap cells) <==
family	Yosys count	count (layout)	synth area share, %
other cells	1	1	0.0785
compound gates	41	41	6.00
flops	105	105	57.9
fa+ha+maj	3	3	0.786
xor+xnor	38	38	6.97
buf+inv	40	68	3.46
mux	20	20	4.22
simple gates	188	188	20.6
==> where the power goes <==
part	internal (W)	total, W	switching, W
sequential	0.000258	0.000270	0.0000126
clock	0.0000742	0.000130	0.0000562
combinational	0.0000273	0.0000736	0.0000463
No activity file was given, so power comes from the tool's default toggle rates.
